[design/flow/config.mk]
export PLATFORM = sky130hd
export DESIGN_NAME = myalu
export DESIGN_NICKNAME = myalu
export VERILOG_FILES = /design/flow/design.v
export SDC_FILE = /design/flow/constraint.sdc
export NUM_CORES = 4
export LEC_CHECK = 1
export CORE_UTILIZATION = 30
[design/flow/constraint.sdc]
current_design myalu

set clk_period 11.0
set clk_io_pct 0.2

create_clock -name clk0 -period $clk_period

set non_clock_inputs [all_inputs -no_clocks]
set_input_delay [expr $clk_period * $clk_io_pct] -clock clk0 $non_clock_inputs
set_output_delay [expr $clk_period * $clk_io_pct] -clock clk0 [all_outputs]
[design/flow/design.v]
`timescale 1ns / 1ps
module myalu # ( parameter NUMBITS = 16 ) (
    input wire clk, 
    input wire reset ,  
    input  wire[NUMBITS-1:0] A, 
    input  wire[NUMBITS-1:0] B, 
    input wire [2:0]opcode, 
    output reg [NUMBITS-1:0] result,  
    output reg carryout ,
    output reg overflow , 
    output reg zero  );
always @* begin 
 case (opcode)
    3'b000  : {carryout,result} = $unsigned(A)+$unsigned(B); 
    3'b001  :  result = $signed(A)+$signed(B); 
    3'b010  : {carryout,result} = $unsigned(A) - $unsigned(B);
    3'b011  : result = $signed(A)- $signed(B);
    3'b100  : result = A & B; 
     3'b101  : result = A | B; 
     3'b110  : result = A ^ B;
     3'b111  : result = A >> 1;
    endcase 
if (result == 0)begin 
    zero = 1;
    end 
else begin 
    zero = 0;
    end 
if (opcode == 3'b000)begin  
    overflow = 0;
    end  
if (opcode == 3'b010)begin  
    overflow = 0;
    end  
if (opcode ==3'b001)begin  
    if ($signed(A) >= 0 && $signed(B) >= 0 && $signed(result) <0) begin 
        overflow = 1;
    end 
    else if ($signed(A)<0 && $signed(B)  < 0 && $signed(result) >=0)begin 
        overflow = 1;
    end
    else begin 
    overflow = 0;
    end 
    carryout = 0;
    end
if (opcode ==3'b011)begin  
    if ($signed(A) >= 0 && $signed(B) <  0 && $signed(result) <0) begin 
        overflow = 1;
    end 
    else if ($signed(A)<0 && $signed(B)  >= 0 && $signed(result) >=0)begin 
        overflow = 1;
    end
    else begin 
        overflow = 0;
    end 
    carryout = 0;
    end
if (opcode == 3'b100 || opcode == 3'b101 || opcode == 3'b110 || opcode ==3'b111)begin 
    carryout = 0;
    overflow = 0;
end 
    end 
 endmodule
[design/flow/run.sh]
#!/bin/bash
# OpenROAD 26Q1-2900-gdf79404cd8, Yosys 0.63+post, stock flow scripts
make -C /OpenROAD-flow-scripts/flow DESIGN_CONFIG=/design/flow/config.mk WORK_HOME=/design/flow/orfs finish
==> impl_metrics.csv <==
group,metric,value,unit
logic_synthesis,yosys_area,0.00354,mm^2
logic_synthesis,edf_count,0,
place,dp_cells,672,
logic_synthesis,yosysUniqueCellTypes,67,
drt,num_antenna_cells,0,
global_route,grt_max_degree,42,
pwr,switching_power,0.125,mW
floorplan,num_rows,39,
sta,unclocked_regs,2,
pwr,pwr-share-clk,0,%
sta,setup_violations,0,
setup_path,end_kind,"output port",
sta,fmax,100,MHz
logic_synthesis,synth_area,0.00354,mm^2
sta,hold_viol_final,0,
cells_and_area,fin_area,0.00423,mm^2
setup_path,critPathMaxStageDelay,0.58,ns
drt,routedWlPerCell,16.3,um
logic_synthesis,yosys_warnings,1,
cells_and_area,area_growth,19.7,%
place,dpl_cell_area,0.00423,mm^2
pwr,power.total,0.241,mW
setup_path,crit_arrival,7.76,ns
pwr,internal-power,0.116,mW
global_route,grt_usage,18.3,%
floorplan,fp.dieArea,0.0122,mm^2
clock_tree,post_cts_buffers,0,
sta,fin_crit_sh,90.5,%
sta,tightest_slew,0.719,ns
sta,final.min_clock_period,9.96,ns
floorplan,fp.dieH,111,um
setup_path,crit_path_max_fanout,5,
drt,drtAntennaViolNets,0,
drt,drtIter0Drc,195,
hold_path,hold_path_end,"result[1]",
floorplan,core,0.0115,mm^2
sta,relSlewSlack,51.4,%
place,dp_hpwl,8810,um
cells_and_area,fin_util,36.9,%
setup_path,cp_slowest_cell,"or4_1",
sta,rsz0062_at_grt,"no",
logic_synthesis,synth_cells,483,
global_route,antenna_found_initial,0,
logic_synthesis,ys_cells,483,
logic_synthesis,synthArstFlopShare,0,%
place,io_buffer_count,54,
sta,maxSlewViolCount,0,
logic_synthesis,synth_area_per_cell,7.32,um^2
cells_and_area,finalNonFillerCells,672,
setup_path,start_kind,"primary input",
drt,routed_wl,11000,um
clock_tree,cts_resized,0,
floorplan,ioPinCount,56,
cells_and_area,drive_above_1_share,6.43,%
drt,vias_per_cell,5.51,
sta,untimed_endpoints,2,
logic_synthesis,ff_type,"dlxtn_1",
status,outcome,"finished clean",
place,gp_congestion,0.915,
sta,tns,0,ns
cells_and_area,mostFrequentLayoutCell,"ha_1",
drt,vias,3700,
pwr,pwr-share-comb,99.8,%
clock_tree,ctsHoldBuffers,0,
pwr,netSwitchingFraction,51.8,%
drt,first_pass_iters,5,
setup_path,critPathKind,"primary input to output port",
hold_path,min-delay-start,"opcode[1]",
floorplan,fp.dieW,111,um
pwr,seqPwrFrac,0.2,%
pwr,power_leakage,1.80,nW
drt,drt_drc_violations_left,0,
global_route,grt_pass1_wl,18100,um
pwr,ir_worst_vdd,0.0259,mV
setup_path,crit_required,8.80,ns
pwr,power.density,57.0,mW/mm^2
run,cap_violations,0,
floorplan,floorplanUtilization,30.8,%
run,warnings,66,
cells_and_area,lay_top_cells,"ha_1, inv_1, clkdlybuf4s50_1",
global_route,grt_pass1_vias,3539,
setup_path,path_cells,"clkdlybuf4s50_1, inv_1, ha_1, nor2b_1, a41oi_1, xnor2_1, ha_1, a2111o_1, o22ai_1, nor3_1, a21oi_1, o22ai_1, a211o_2, or4_1, or4_1, nor4_2, clkdlybuf4s50_1",
hold_path,hold_depth,5,
hold_path,hp-class,"primary input to output port",
logic_synthesis,ys_ff,2,
global_route,overflow,0,
==> kinds of logic after synthesis <==
logic type                 Yosys count  share of synthesized area (%)
latches                              2                          0.849
and+or+nand+nor                    120                           16.7
AOI/OAI and AO/OA                  163                           31.7
other                                1                          0.106
xor gates and xnor gates            39                           9.66
muxes                               15                           8.31
buffers and inverters               77                           8.77
adders and majority gates           66                           24.0
==> metrics by stage <==
step / worst slack [ns] / hold slack [ns]
CTS: 1.08 / 5.49
detailed placement: 1.11 / 5.49
global placement: 1.18 / 5.48
finish: 1.04 / 5.47
global route: 0.846 / 5.56
floorplan: 2.47 / 4.59
==> state kept, by name, summed over array words and instances (netlist names) <==
register  count
carryout      1
overflow      1
==> power groups by stage <==
stage         sequential, mW  clock (mW)  combinational, mW
CTS                 0.000577           0              0.240
finish              0.000578           0              0.241
global route        0.000610           0              0.267
==> worst max-delay path by stage <==
| stage | from | to | slack, ns | depth (start not counted) |
|---|---|---|---|---|
| after CTS | B[1] | zero | 1.08 | 17 |
| final | B[1] | zero | 1.04 | 17 |
| after global routing | B[1] | zero | 0.85 | 17 |
==> layer usage <==
metal	share of wire (%)	global-route usage, %	up-vias
li1	-	-	1851
met1	49	27.6	1731
met2	45	29.9	107
met3	4.2	0.672	11
met4	1.2	2.67	0
met5	0	0	-
==> area by class of cell <==
| cell class | instances | area (um^2) |
|---|---|---|
| multi-input cells | 405 | 3200 |
| repair buffers | 63 | 603 |
| flip-flops and latches | 2 | 30.0 |
| inverters | 59 | 221 |
| fillers | 1168 | 7230 |
| well taps | 143 | 179 |
==> critical path: cells and delay by family <==
family                     cells  cell delay, ns
adders and majority gates      2            0.56
AOI/OAI and AO/OA              6            1.69
buffers and inverters          3            1.26
xor gates and xnor gates       1            0.17
and+or+nand+nor                5            1.88
==> cell usage after synthesis (4+ instances only) <==
| cell | instances | area, um^2 |
|---|---|---|
| o221ai_1 | 4 | 35.0 |
| nand3_1 | 4 | 20.0 |
| o22ai_1 | 5 | 31.3 |
| inv_1 | 58 | 218 |
| a22oi_1 | 7 | 52.6 |
| nor3_1 | 12 | 60.1 |
| nor2b_1 | 10 | 62.6 |
| a211oi_1 | 4 | 30.0 |
| nor2_1 | 34 | 128 |
| a21oi_1 | 35 | 175 |
| a31oi_1 | 6 | 37.5 |
| o211ai_1 | 4 | 30.0 |
| a221o_1 | 4 | 40.0 |
| clkbuf_1 | 7 | 26.3 |
| buf_2 | 5 | 25.0 |
| xor2_1 | 6 | 52.6 |
| ha_1 | 63 | 788 |
| or4_1 | 5 | 37.5 |
| nand4_1 | 4 | 25.0 |
| o21a_1 | 11 | 82.6 |
| o21ai_0 | 34 | 170 |
| nand2_1 | 29 | 109 |
| nand2b_1 | 4 | 25.0 |
| a21o_1 | 7 | 52.6 |
| a221oi_1 | 4 | 35.0 |
| o31ai_1 | 4 | 30.0 |
| or3_1 | 4 | 25.0 |
| mux4_2 | 10 | 225 |
| xnor2_1 | 33 | 289 |
Power figures rest on the tool's default switching activity, not on a simulated workload.
